**flow/design.v**
```verilog
`timescale 1ns / 1ps
module mittelwert(
	input signed [15:0] A, B, C, D,
	output wire[15:0] out  
    );
	 reg[17:0] reg1;				
	 assign out = reg1[17:2];	 
	 always@(*)
	 reg1 <= A + B + C + D;
endmodule
```
**flow/constraint.sdc**
```tcl
current_design mittelwert

set clk_period 7.0
set clk_io_pct 0.2

create_clock -name clk0 -period $clk_period

set non_clock_inputs [all_inputs -no_clocks]
set_input_delay [expr $clk_period * $clk_io_pct] -clock clk0 $non_clock_inputs
set_output_delay [expr $clk_period * $clk_io_pct] -clock clk0 [all_outputs]
```
**flow/run.sh**
```bash
#!/bin/bash
# OpenROAD 26Q1-2900-gdf79404cd8, Yosys 0.63+post, stock flow scripts
make -C /OpenROAD-flow-scripts/flow DESIGN_CONFIG=/design/flow/config.mk WORK_HOME=/design/flow/orfs finish
```
**flow/config.mk**
```make
export PLATFORM = sky130hd
export DESIGN_NAME = mittelwert
export DESIGN_NICKNAME = mittelwert
export VERILOG_FILES = /design/flow/design.v
export SDC_FILE = /design/flow/constraint.sdc
export NUM_CORES = 4
export LEC_CHECK = 1
export CORE_AREA = 10 10 102 102
export DIE_AREA = 0 0 112 112
```
==> results.ini <==
[final_layout]
fin_util_pct = 33.04
ff_latch_area_um2 = 0
comb_area_um2 = 1434
area_growth_pct = 52.28
fin_area_um2 = 2715
clkbuf_count = 0
numSequentialCells = 0
nFillCells = 869
drive_gt1_share_pct = 1.954

[timing]
final-setup-viol-count = 0
rsz0062_at_grt = no
slew_headroom_pct = 72.16
tightest_slew_ns = 0.4176
hold_slack_ns = 4.050
finalClockPeriodUsage_pct = 92.58
setup_tns_ns = 0
hold_viol_final = 0
slew_violations = 0
fin_crit_ns = 6.480
max_freq_mhz = 154.3

[worst_setup_path]
cp.required_ns = 5.60
worstSetupPathType = in2out
endpoint_kind = output port
critPathArrivalTime_ns = 5.08
cp-start-kind = input port
crit_fanout = 5

[yosys]
synthDistinctLibCells = 36
yosysTopAreaCellShare_pct = 37.05
synth_seq_share_pct = 0
area_leaders = fa_1, inv_1, ha_1
synth.largest_area_cell = fa_1
synthCells = 227
netlist_area_um2 = 1783
ys_cells = 227
yosys_area_um2 = 1783
ys_warn_count = 1
avgSynthCellArea_um2 = 7.854

[floorplan]
die_width_um = 112
core-area_um2 = 8217
fp.dieH_um = 112
chipArea_um2 = 12540
io_pins = 80
rows = 33
fp_util_pct = 21.70

[status]
run_status = complete, no violations

[global_route]
grt_pass1_wl_um = 7783
grt_start_max_net_pins = 8
grt-ovfl-total = 0
met3_usage_pct = 2.280
grt_util_met1_pct = 10.69
use_met2_pct = 10.37
grt_usage_pct = 7.095
grt_pass1_vias = 1752
antenna_found_initial = 0
grt_most_used_layer = met1

[detailed_routing]
final_antenna_net_count = 0
wire_per_inst_um = 10.59
antennaDiodeCount = 0
vias_per_cell = 3.900
drt-total-wl_um = 4365
vias = 1607
firstDrtPassIters = 4
drtIter0Drc = 36
drcViolationCount = 0

[pwr]
p_leak_nw = 1.397
power.total_w = 0.0005759
peakVddDrop_uv = 107.2
powerDensity_nw_per_um2 = 212.1

[placement]
io_buffers = 80
postPlaceCellArea_um2 = 2715
dpl.hpwl_um = 4113
routabilityCongestion = 0.7678

[run]
tool_warnings = 32
maxCapViolations = 0

[cts]
cts_resized = 0
cts_setup_buffers = 0
cts_hold_buf = 0

[min_path]
min_path_type = in2out

cells in the final DEF, fill, tap and decap left out, drive strengths merged:
cell type       n
nor2           10
nor4            1
a31oi           2
ha             15
a211oi          3
nand2b          2
a41oi           1
o21bai          3
a21oi          10
a21boi          2
o2111ai         1
and4b           1
a21o            5
clkdlybuf4s50  80
o21a            4
nor2b           1
fa             33
a221o           1
nand3           1
and3            2
o31ai           1
a221oi          1
nand4           2
and4            1
o211ai          2
inv            93
xnor2           9
o21ai           5
a211o           1
nand2           7
o31a            1
xor2            5
o32ai           1
synthesized netlist by cell type:
cell,n
xor2_1,5
nand2b_1,2
a31oi_1,2
o21a_1,4
and3_1,2
a211oi_2,1
nand4_1,2
a41oi_1,1
a221oi_2,1
nor4_1,1
o211ai_1,1
a221o_2,1
inv_1,93
o31a_1,1
nor2_1,10
a211o_1,1
nor2b_1,1
xnor2_1,9
o211ai_2,1
o21ai_0,4
nand3_1,1
o21bai_1,3
a21o_1,5
a211oi_1,2
nand2_1,7
a21oi_1,9
and4b_1,1
a21boi_0,2
o32ai_1,1
o2111ai_1,1
and4_1,1
o21ai_2,1
fa_1,33
ha_1,15
a21oi_2,1
o31ai_1,1
critical path: stages:
cell,delay (ns)
clkdlybuf4s50_1,0.45
inv_1,0.05
fa_1,0.53
inv_1,0.05
fa_1,0.46
nand2_1,0.08
nor2_1,0.04
fa_1,0.40
a21o_1,0.21
a221o_2,0.39
o211ai_2,0.22
a31oi_1,0.13
xnor2_1,0.16
clkdlybuf4s50_1,0.50
through the flow:
stage          setup WS, ns  std cells
6_report             0.5195        412
3_5_place_dp         0.5392        412
3_3_place_gp         0.5159        412
2_1_floorplan         1.653        227
4_1_cts              0.4956        412
5_1_grt              0.2935        412
power breakdown:
part	switching, W	internal (W)
Clock	0	0
Sequential	0	0
Combinational	0.000245	0.000331
Total	0.000245	0.000331
worst paths after layout:
| check | from | end | slack, ns | cells past startpoint |
|---|---|---|---|---|
| max | A[1] | out[13] | 0.52 | 14 |
| min | D[0] | out[2] | 4.05 | 5 |
routing by layer:
metal	vias up	wire length, µm
met1	703	2237
li1	844	-
met4	0	0
met5	-	0
met3	0	419
met2	60	1708
logic make-up (layout without fill, tap and decap cells):
family          after synthesis  after routing  share of synthesized area [%]
buf+inv                      93            173                          19.58
fa+ha+maj                    48             48                          47.58
compound gates               44             44                          18.25
simple gates                 28             28                          7.720
xor+xnor                     14             14                          6.877
area by class of cell:
class,instances,area share [%]
repair buffers,80,29.49
well taps,105,4.839
multi-input cells,134,52.81
inverters,93,12.86
No activity file was given, so power comes from the tool's default toggle rates.
